File: design/flow/design.v
module dff ( clk, rst,din,dout);
input clk,rst;
input [31:0] din;
output  [31:0]    dout;
reg [31:0] dout_r;
always@(posedge clk,negedge rst)
begin
    if (!rst) dout_r=32'd0;
    else dout_r=din;
end
assign dout=dout_r;   
endmodule
File: design/flow/run.sh
#!/bin/bash
# OpenROAD 26Q1-2900-gdf79404cd8, Yosys 0.63+post, stock flow scripts
make -C /OpenROAD-flow-scripts/flow DESIGN_CONFIG=/design/flow/config.mk WORK_HOME=/design/flow/orfs finish
File: design/flow/config.mk
export PLATFORM = sky130hd
export DESIGN_NAME = dff
export DESIGN_NICKNAME = dff
export VERILOG_FILES = /design/flow/design.v
export SDC_FILE = /design/flow/constraint.sdc
export NUM_CORES = 4
export LEC_CHECK = 1
export CORE_AREA = 10 10 100 100
export DIE_AREA = 0 0 110 110
File: design/flow/constraint.sdc
current_design dff

set clk_period 1.0
set clk_io_pct 0.2

create_clock -name clk0 -period $clk_period [get_ports {clk}]

set non_clock_inputs [all_inputs -no_clocks]
set_input_delay [expr $clk_period * $clk_io_pct] -clock clk0 $non_clock_inputs
set_output_delay [expr $clk_period * $clk_io_pct] -clock clk0 [all_outputs]
==> results.toml <==
# physical design summary
[setup_path]
kind_of_end_point_of_the_critical_path = "primary output"
worst_setup_path_start_kind = "flip-flop"
crit_arrival_ns = 0.77
required_ns = 0.80
worst_setup_path_endpoint = "dout[5]"
cpMaxStageDelayCell = "sky130_fd_sc_hd__dfrtp_1"
crit_start = "dout_r[5]$_DFF_PN0_"
worst-setup-path-type = "reg2out"
cp_num_cells = 1
path_cells = "buf_2"
slowest_delay_ns = 0.38
critPathMaxFanout = 1
cp.buffers_inverters = 1
critical_path.top_delay_family = "flip-flops"

[synth]
synth.yosys.chip_area_um2 = 801
synthCells = 32
yosys.area.top_type_share_pct = 100
avgSynthCellArea_um2 = 25.0
area_leaders = "sky130_fd_sc_hd__dfrtp_1 (100%)"
synth_seq_share_pct = 100
largest_area_cell = "sky130_fd_sc_hd__dfrtp_1"
postSynthRegisterBits = 32
number_of_cells_in_the_yosys_synthesis_report = 32
syn_area_um2 = 801
synth.yosys.warnings = 1
netlist-cell-type-count = 1

[clocking]
cts.repair_timing.setup_buffer_count = 0
cts_htree_levels = 2
numClockSinks = 32
ctsLongestPathBuffers = 2
cts_tree = "yes"
cts_buffers = 5
root_buffer = "sky130_fd_sc_hd__clkbuf_8"
path_clk_slew_ns = 0.06

[power]
swShare_pct = 19.1
power.clock.fraction_pct = 39.7
cellLeakagePower_nw = 0.688
power.internal_w = 0.00213
switching_power_w = 0.000504
p_per_area_mw_per_mm2 = 1720
worst_ir_drop_vdd_mv = 0.363
seq_power_share_pct = 52.1
power_frac_comb_pct = 8.1

[placement]
place_area_mm2 = 0.00159
cell_count_post_placement = 200
post-place-ws_ns = -0.0209
dpl.hpwl_um = 2120
place.port_buffers = 65
routabilityCongestion = 0.703

[sta]
worstMarginPinSlew_ns = 0.187
final_critical_path_setup_slack_ns = 0.0339
fin_setup_tns_ns = 0
final_period_minus_worst_setup_slack_ns = 0.966
timing.max_slew.rel_slack_pct = 87.5
setup_violations = 0
slew_viol_final = 0
achievable-frequency_mhz = 1040
rsz0062_at_grt = "yes"
hold_slack_ns = -0.129
hold_viol = 32
post-route-period-util_pct = 96.6

[layout]
logic_area_um2 = 0
fillers = 851
final_cells = 207
fin_area_mm2 = 0.00153
layout.comb_gates.multi_input = 0
area_added_between_synthesis_and_finish_pct = 91.1
number_of_flip_flops_in_the_largest_register = 32
final_layout_size_suffix_gt1_share_pct = 39.0

[job]
cap_viol_max_count = 0
openroad.warnings = 28

[floorplan]
chipArea_mm2 = 0.0121
floorplan.io_pins = 66
die-width_um = 110
floorplanUtilization_pct = 10.3
placementRows = 32
core-area_mm2 = 0.00781
die_y_um = 110

[global_route]
grt_pass1_vias = 591
global_route_wire_length_before_repair_um = 3610
antenna_found_initial = 0
grt_start_max_net_pins = 33
grt.total_usage_pct = 3.96
global_route.overflow_total = 0

[detailed_routing]
route.detailed.drc = 0
detail_route.wl_per_cell_um = 12.7
initial_drc_count = 11
vias = 550
route.antenna.diode_count = 0
drt_first_pass_iters = 2
route.antenna.remaining_nets = 0
via_per_inst = 2.66
wirelength_um = 2640

[outcome]
run_status = "complete, but fails checks"
failed_checks = "hold timing"

[hold_path]
hold_class = "in2async"
final cells by class:
type	count	area (um2)	area share (%)
clock buffer	7	96.3	6.30
tap	102	128	8.34
sequential	32	801	52.3
timing repair buffer	66	505	33.0
routing by layer:
layer	wire [um]	vias up	track usage, %	part of all wire, %
met2	1300	34	6.31	49
met1	959	274	4.55	36
li1	-	240	-	-
met3	321	2	2.06	12
met5	0	-	0	0
met4	54	0	1.21	2.0
kinds of logic after synthesis:
family	Yosys count	synth area share, %
flip-flops	32	100
what timing repair did:
item	4_1_cts	5_1_grt
resized	98	0
hold endpoints to repair	32	32
endpoints found under the setup margin	32	2
pin swaps	0	0
synthesized netlist by cell type (all sizes together):
| cell type | n |
|---|---|
| dfrtp | 32 |
power groups by stage:
stage	clock network [W]	registers (W)	logic, W
final	0.00105	0.00137	0.000214
after CTS	0.00113	0.00137	0.000224
after global routing	0.00117	0.00138	0.000235
worst min-delay path by stage:
stage | startpoint | end | slack, ns | depth (start not counted)
4_1_cts | rst | dout_r[19]$_DFF_PN0_ | -0.13 | 2
5_1_grt | rst | dout_r[19]$_DFF_PN0_ | -0.13 | 2
6_report | rst | dout_r[30]$_DFF_PN0_ | -0.13 | 2
placed cells by master (no fill, tap or decap):
cell type,instances
sky130_fd_sc_hd__dfrtp_1,32
sky130_fd_sc_hd__buf_12,1
sky130_fd_sc_hd__buf_2,33
sky130_fd_sc_hd__clkdlybuf4s50_1,32
sky130_fd_sc_hd__clkbuf_8,7
per-stage QoR:
step | total power, W | utilization [%]
CTS | 0.00273 | 19.6
detailed placement | 0.00169 | 20.4
finish | 0.00263 | 19.6
global route | 0.00279 | 19.6
global placement | 0.00169 | 20.4
floorplan | 0.00138 | -
No activity file was given, so power comes from the tool's default toggle rates.
